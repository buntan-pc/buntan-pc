`flow/config.mk`:
```
export PLATFORM = sky130hd
export DESIGN_NAME = stack
export DESIGN_NICKNAME = stack
export VERILOG_FILES = /design/flow/design.v
export SDC_FILE = /design/flow/constraint.sdc
export NUM_CORES = 4
export LEC_CHECK = 1
export CORE_UTILIZATION = 30
```
`flow/constraint.sdc`:
```
current_design stack

set clk_period 2.0
set clk_io_pct 0.2

create_clock -name clk0 -period $clk_period [get_ports {clk}]

set non_clock_inputs [all_inputs -no_clocks]
set_input_delay [expr $clk_period * $clk_io_pct] -clock clk0 $non_clock_inputs
set_output_delay [expr $clk_period * $clk_io_pct] -clock clk0 [all_outputs]
```
`flow/design.v`:
```
module stack#(
  parameter WIDTH = 16,
  parameter DEPTH = 16
) (
  input rst,
  input clk,
  input pop,
  input push,
  input load,
  input [WIDTH-1:0] data_in,
  output [WIDTH-1:0] data0,
  output [WIDTH-1:0] data1
);
logic [WIDTH-1:0] data[0:DEPTH-1];
assign data0 = data[0];
assign data1 = data[1];
integer i;
always @(posedge clk, posedge rst) begin
  if (rst)
    for (i = 0; i < DEPTH; i = i+1) data[i] <= {WIDTH{1'b0}};
  else begin
    if (load)
      data[0] <= data_in;
    else if (pop)
      data[0] <= data[1];
    else if (push)
      data[0] <= {WIDTH{1'b0}};
    if (pop) begin
      for (i = 1; i < DEPTH-1; i = i+1) data[i] <= data[i + 1];
      data[DEPTH-1] <= {WIDTH{1'b0}};
    end
    else if (push) begin
      for (i = 1; i < DEPTH; i = i+1) data[i] <= data[i - 1];
    end
  end
end
endmodule
```
`flow/run.sh`:
```
#!/bin/bash
# OpenROAD 26Q1-2900-gdf79404cd8, Yosys 0.63+post, stock flow scripts
make -C /OpenROAD-flow-scripts/flow DESIGN_CONFIG=/design/flow/config.mk WORK_HOME=/design/flow/orfs finish
```
==> results.txt <==
Results of the full flow below.

Outcome:
- The run finished with clean final reports.

Route:
- The run gives the aggregate routed wire length as 20100 µm.
- The run gives the routed length per placed instance as 11.9 µm.
- The run gives the number of detailed-routing iterations run before antenna repair as 4.
- The run puts the violation tally from detailed-route iteration zero at 390.
- The run gives the antenna diode instance count as 0.
- The script logs the ratio of routed vias to standard cells as 4.58.
- The run gives the total via count after detailed routing as 7720.
- The run puts the number of routed nets with antenna violations at 0.
- The run gives the post-detailed-route DRC marker count as 0.

Placed design:
- Per the placement log, port buffering inserted 52 buffers.
- The run puts the detailed placement HPWL at 12300 µm.
- At the end of routability-driven placement, the weighted congestion stood at 0.774.
- The run gives the placed cell area as 12900 µm².

Power:
- The run puts the leakage power of the design at 6.26 nW.
- The analysis reports a worst IR drop on VDD of 0.571 mV.
- Power spread over the standard cell area amounts to 808 nW/µm².

Final layout:
- Ranked by flip-flop count, first place goes to data.
- The run puts the final instance area at 13800 µm².
- In the final layout, the registers with the most flip-flops are data (256).
- The run puts the signed area change from the synthesized netlist to the final layout at 15.6%.
- The run puts the flip-flop count of the largest register after layout at 256.
- The run gives the post-layout utilization of the core as 0.354.
- The run puts the share of layout cells above drive strength 1 at 0.0712.
- Among logic cells in the layout, the one with the most instances is sky130_fd_sc_hd__dfrtp_1.
- Ranking logic cells in the layout by count gives the top entries sky130_fd_sc_hd__dfrtp_1 (256), sky130_fd_sc_hd__mux2i_1 (240), sky130_fd_sc_hd__nand2_1 (224), sky130_fd_sc_hd__o21ai_0 (144), sky130_fd_sc_hd__o21ai_1 (80).

Hold path:
- In this run the worst hold path is classified as in -> async.

Final timing:
- Derived from the worst setup path, the maximum achievable clock frequency is 528 MHz.
- The run puts the transition time at the pin with the least slew margin at 0.719 ns.
- Endpoints failing hold in the final report were tallied at 0.
- The run gives the tightest slew margin relative to the limit as 0.521.
- The run gives the total of endpoints with negative setup slack in the final report as 0.
- The clock arrives with 0.0221 ns of skew.
- Setup repair after global routing left no endpoint under its margin.
- Dividing the final minimum period by the clock period gives 0.947.
- The run puts the final critical delay including setup and external delays at 1.89 ns.
- The run puts the number of max-slew violations in the final report at 0.

Worst setup path:
- Traced cell by cell, the critical path runs through clkdlybuf4s50_1.
- The run gives the startpoint of the worst register-to-register path as data[0][15].
- The slowest stage of the critical path is the sky130_fd_sc_hd__clkdlybuf4s50_1 cell.
- STA classifies the critical path endpoint as an output port.
- The run gives the delay contributed by the slowest stage of the critical path as 0.51 ns.
- For the worst reg-to-reg path, the endpoint reported by OpenROAD is data[0][15].
- The run gives the number of cells on the worst reg-to-reg path as 2.
- The run puts the data arrival time at the worst-slack endpoint at 1.49 ns.
- In this design, the largest share of critical-path delay is due to buffers and inverters.
- The worst setup path is launched from a register.
- The run puts the register-to-register setup slack at 0.99 ns.
- Per the timing report, the biggest fanout along the worst path comes to 4.
- The run gives the count of cell instances traversed by the critical path as 1.
- The run puts the count of buffering cells on the critical path with inverters included at 1.
- Data on the critical path is required at its endpoint by 1.60 ns.
- The run gives the path type of the worst setup path as reg -> out.

Yosys:
- In the Yosys report the total cell count is 1112.
- The run gives the Yosys warning count as 2.
- In the synthesized netlist, the number of instances is 1112.
- The run gives the area reported by Yosys stat as 11900 µm².
- The run puts the mean instance size in the synthesized netlist at 10.7 µm².
- The run gives the flip-flop and latch count after synthesis as 256.
- The run gives the share of synthesized area occupied by flip-flops and latches as 0.538.
- The run puts the cell area after synthesis at 11900 µm².
- The run gives the number of distinct library cells after synthesis as 17.

Clock network:
- TritonCTS built the clock tree.
- The run gives the clock buffer count from CTS as 26.
- TritonCTS reports the number of clock sinks as 256.
- In this run, post-CTS repair resized a total of 0 instances.
- The run gives the master cell of the clock root buffer as sky130_fd_sc_hd__clkbuf_16.
- The later pin in the worst-skew pair is clocked with a latency of 0.53 ns.
- The run puts the post-CTS clock slew at the launch and capture registers of the worst setup and hold paths at 0.06 ns.
- The run puts the number of buffers inserted for hold repair after clock tree synthesis at 0.
- The run gives the count of buffers added by post-CTS timing repair for setup as 0.
- The run gives the maximum clock path buffer count as 3.
- The run gives the H-tree depth as 1.

GRT:
- Entering global routing, the biggest net connects 124 pins.
- Summed over all layers, the global routing overflow is 0.
- The run gives the via count of the first global-routing pass as 7421.
- The run puts the global-route wire length before repair at 35600 µm.
- The initial antenna violation count came to 0.
- The run gives the combined global-route utilization of all metal layers as 0.104.

Die:
- The report lists the number of standard-cell rows as 72.
- The run puts the starting density of the core at 0.306.
- The run gives the height of the die as 201 µm.
- The run puts the core box area at 38900 µm².
- The run gives the x dimension of the die as 201 µm.
- The overall die size recorded for this design is 40500 µm².
- Pin placement for this block handled 53 I/O pins.

Run:
- The run gives the number of maximum-capacitance violations as 0.
- The run puts the number of warning messages in the logs at 28.
[worst max path at each step]
stage               start         to  slack (ns)
finish        data[1][15]  data1[15]        0.11
global route  data[1][15]  data1[15]        0.03
CTS           data[1][15]  data1[15]        0.08
[per-layer routing]
metal | vias up | wire length (µm) | track usage | share of wire
met5 | - | 0 | 0 | 0
met4 | 0 | 361 | 0.0165 | 0.018
met3 | 32 | 599 | 0.0157 | 0.030
met2 | 73 | 8350 | 0.148 | 0.42
met1 | 3699 | 10800 | 0.175 | 0.54
li1 | 3916 | - | - | -
[synthesized netlist by cell type]
cell | n | area, µm²
sky130_fd_sc_hd__nor2b_1 | 16 | 100
sky130_fd_sc_hd__buf_8 | 16 | 240
sky130_fd_sc_hd__nand2_1 | 224 | 841
sky130_fd_sc_hd__inv_1 | 1 | 3.75
sky130_fd_sc_hd__buf_6 | 13 | 146
sky130_fd_sc_hd__buf_2 | 18 | 90.1
sky130_fd_sc_hd__dfrtp_1 | 256 | 6410
sky130_fd_sc_hd__a21oi_1 | 32 | 160
sky130_fd_sc_hd__clkbuf_1 | 34 | 128
sky130_fd_sc_hd__buf_1 | 1 | 3.75
sky130_fd_sc_hd__o21ai_1 | 80 | 400
sky130_fd_sc_hd__mux2i_1 | 240 | 2400
sky130_fd_sc_hd__nor2_1 | 16 | 60.1
sky130_fd_sc_hd__o21ai_0 | 144 | 721
sky130_fd_sc_hd__buf_12 | 2 | 40.0
sky130_fd_sc_hd__buf_4 | 3 | 22.5
sky130_fd_sc_hd__or3b_1 | 16 | 140
[power breakdown]
group          total [mW]  internal [mW]  switching, mW
Sequential           5.46           5.33          0.137
Clock                4.74           2.79           1.95
Combinational       0.922          0.448          0.475
[cell families after synthesis]
logic type / after synthesis / share of synthesized area
simple gates: 272 / 0.0958
compound gates: 256 / 0.108
flops: 256 / 0.538
mux: 240 / 0.202
buf+inv: 88 / 0.0566
[through the flow]
| stage | power, mW | setup TNS (ns) | hold WS, ns | worst slack, ns | std cells |
|---|---|---|---|---|---|
| after floorplan | 6.17 | -453.54 | 0.449 | -1.77 | 1112 |
| after global placement | 6.49 | 0 | 0.456 | 0.351 | 1638 |
| after detailed placement | 6.50 | 0 | 0.466 | 0.325 | 1638 |
| after CTS | 11.3 | 0 | 0.282 | 0.0784 | 1684 |
| after global routing | 11.6 | 0 | 0.296 | 0.0276 | 1684 |
| final | 11.1 | 0 | 0.296 | 0.106 | 1684 |
[cell type report]
class                           count  area [µm²]
Sequential cell                   256        6410
Tap cell                          518         648
Clock buffer                       42         781
Inverter                            1        7.51
Multi-Input combinational cell    768        4820
Fill cell                        3780       25200
Timing Repair Buffer               95        1040
Clock inverter                      4        56.3
Power is estimated from default activity; no workload was simulated.
