--- run.sh ---
#!/bin/bash
# OpenROAD 26Q1-2900-gdf79404cd8, Yosys 0.63+post, stock flow scripts
make -C /OpenROAD-flow-scripts/flow DESIGN_CONFIG=/design/flow/config.mk WORK_HOME=/design/flow/orfs finish
--- config.mk ---
export PLATFORM = sky130hd
export DESIGN_NAME = alu
export DESIGN_NICKNAME = alu
export VERILOG_FILES = /design/flow/design.v
export SDC_FILE = /design/flow/constraint.sdc
export NUM_CORES = 4
export LEC_CHECK = 1
export CORE_UTILIZATION = 40
--- constraint.sdc ---
current_design alu

set clk_period 10.5
set clk_io_pct 0.2

create_clock -name clk0 -period $clk_period

set non_clock_inputs [all_inputs -no_clocks]
set_input_delay [expr $clk_period * $clk_io_pct] -clock clk0 $non_clock_inputs
set_output_delay [expr $clk_period * $clk_io_pct] -clock clk0 [all_outputs]
--- design.v ---
module alu#(
  parameter WIDTH = 16
) (
  input [WIDTH-1:0] a,
  input [WIDTH-1:0] b,
  input cond,
  input [5:0] sel,
  output [WIDTH-1:0] out
);
assign out = alu(a, b, cond, sel);
function [WIDTH-1:0] alu(
  input [WIDTH-1:0] a,
  input [WIDTH-1:0] b,
  input cond,
  input [5:0] sel);
begin
  logic [WIDTH-1:0] add;
  logic [WIDTH:0] sub;
  logic of;
  logic zf;
  logic sf;  
  logic lt;  
  logic cf;  
  logic signed [WIDTH-1:0] sb;
  add = b + a;
  sub = b - a;
  of = is_overflow(a[15], b[15], sub[15]);
  zf = sub == {WIDTH{1'b0}};
  sf = sub[15];
  lt = sf ^ of;
  cf = sub[16];
  sb = b;
  casex (sel)
    6'b0000xx: alu = a + sel[1:0];
    6'b000100: alu = ~a;
    6'b000101: alu = a ^ 16'h8000;
    6'b000110: alu = a | (a[7] ? 16'hff00 : 16'd0);
    6'b000111: alu = a - 1;
    6'b001xxx: alu = b;
    6'b010000: alu = b & a;
    6'b010001: alu = b | a;
    6'b01001x: alu = b ^ a;
    6'b010100: alu = b >> a;
    6'b010101: alu = sb >>> a;
    6'b010110: alu = b << a;
    6'b100000: alu = add;
    6'b100001: alu = sub;
    6'b100010: alu = b * a;
    6'b101000: alu = {{WIDTH-1{1'b0}}, zf};
    6'b101001: alu = {{WIDTH-1{1'b0}}, ~zf};
    6'b101010: alu = lt;
    6'b101011: alu = lt | zf;
    6'b101100: alu = cf;
    6'b101101: alu = cf | zf;
    6'b11xxx0: alu = cond ? a : add;
    6'b11xxx1: alu = cond ? add : a;
    default:   alu = {WIDTH{1'b0}};
  endcase
end
endfunction
function is_overflow(input a, input b, input b_sub_a);
begin
  is_overflow = (b & ~a & ~b_sub_a) | (~b & a & b_sub_a);
end
endfunction
endmodule
==> Flow_metrics.wiki <==
== Flow metrics ==
{| class="wikitable"
! Metric !! Value
|-
| Power density over the cells || 171 nW/um^2
|-
| Initial core utilization || about 41%
|-
| Worst setup slack after layout || 0.285 ns
|-
| Worst slack after detailed placement || ~0.12 ns
|-
| Hold crit path type || in2out
|-
| Clk network pwr share || 0%
|-
| Portion of synthesized cell area occupied by the leading cell type || 18.0%
|-
| Top cells by count, synth || inv_1 (162), nand2_1 (159), nor2_1 (137)
|-
| Log Warnings || approximately 52
|-
| Area reported by Yosys stat || 9240 um^2
|-
| Estimated wirelength of the detail-placed design || about 35 mm
|-
| F_max || between 90 and 100 MHz
|-
| Post-CTS setup repair buffer count || 0
|-
| Instance count after placement with tap cells included || between 1500 and 2000
|-
| Share of the clock period used by the worst path after layout || around 100%
|-
| Required time at the worst-slack endpoint || 8.40 ns
|-
| Die y size || around 150 um
|-
| Cells taking the most area after synthesis || fa_1 (18%), ha_1 (14%), inv_1 (6.6%)
|-
| ANT nets after route || 0
|-
| Setup repair after global routing missed its margin || false
|-
| Total of warnings raised by yosys || 1
|-
| Power, Total || 1.78 mW
|-
| Detailed-route DRC error count || 0
|-
| Number of antenna violations at the first check in global routing || 1
|-
| Signal arrival time at the worst endpoint || 8.11 ns
|-
| Register share after synthesis || 0%
|-
| Internal Power || about 0.77 mW
|-
| Final design area excluding fillers || between 10000 and 15000 um^2
|-
| Mapped cell area || between 9000 and 10000 um^2
|-
| Final hold violations || 0
|-
| Placed Area || between 10000 and 15000 um^2
|-
| Setup-violating endpoint count in the final report || 0
|-
| CP Capture Type || output port
|-
| Seq_cells || 0
|-
| Finished Layout Cells || 1686
|-
| Highest cell delay on the worst timing path || between 0.6 and 0.7 ns
|-
| Via density || between 6 and 7
|-
| Number of distinct library cells after synthesis || between 70 and 80
|-
| Fraction of final layout cells with drive strength greater than 1 || 7.14%
|-
| Routed len/inst || 25.1 um
|-
| Area growth from synthesis to layout || 12.6%
|-
| Worst-Margin Slew || 0.883 ns
|-
| Die Outline Area || 23700 um^2
|-
| Number of rows in the core area || roughly 55
|-
| Max-capacitance violation count || 0
|-
| Sw Share || 57.0%
|-
| Worst slew slack as a fraction of its limit || between 40% and 50%
|-
| Total overflow reported by the global router || 0
|-
| Most frequent cell after synthesis || inv_1
|-
| Number of I/O pins || ~55
|-
| Number of DRC markers after the initial detailed-route iteration || around 950
|-
| Floorplan core area || roughly 23000 um^2
|-
| Largest net degree at the start of global routing || 36
|-
| Routability congestion estimate || 1.05
|-
| Library cell appearing most often on the critical path || fa_1
|-
| CP cell instances || clkdlybuf4s50_1, inv_1, nor2_1, fa_1, inv_1, fa_1, fa_1, fa_1, inv_1, fa_1, inv_1, fa_1, inv_1, ha_1, o21a_1, o31ai_1, nand2b_1, xnor2_1, buf_4, o221ai_1, a221o_1, clkdlybuf4s50_1
|-
| Worst IR drop on VDD || about 0.43 mV
|-
| Net Sw Power || 1.02 mW
|-
| Vias in the first global route || 10100
|-
| Yosys top cell by area || fa_1
|-
| Utilization of the core after routing || between 40% and 50%
|-
| Instance tally after logic synthesis || 1359
|-
| Die width || approximately 150 um
|-
| Clock tree buffer count of the final layout || 0
|-
| Leakage || roughly 4.7 nW
|-
| Register area || 0 um^2
|-
| Cells in synth_stat.txt || roughly 1400
|-
| Register share of total power || 0%
|-
| Worst slack on hold paths || ~5.4 ns
|-
| Path type of the worst setup path || in2out
|-
| Launching element type of the critical path || input port
|-
| Relative contribution of combinational cells to total power || about 100%
|-
| Wire length of the first global-routing pass || approximately 64 mm
|-
| Max stage delay cell, worst path || clkdlybuf4s50_1
|-
| Total number of vias || 10400
|-
| Synthesized area per cell || 6.80 um^2
|-
| Overall Global Routing Usage || 37.2%
|-
| Setup_tns || 0 ns
|-
| Count of buffers from port buffering || roughly 55
|-
| Drt total wl || between 40 and 50 mm
|-
| Max-slew violation count || 0
|-
| Initial DRT Pass Iterations || 6
|-
| Maximum fanout encountered on the critical timing path || 6
|-
| Status || finished clean
|-
| Clock period minus worst slack || ~10 ns
|}
-- kinds of logic after synthesis --
group,Yosys count,synth area share (%)
xor+xnor,66,6.26
buf+inv,254,10.4
mux,17,2.03
simple gates,477,24.1
compound gates,361,25.6
fa+ha+maj,184,31.7
-- per-layer routing --
metal	wire length (um)	track usage [%]	up-vias
met5	0	0	-
met4	1970	13.8	0
met3	3930	7.75	120
met2	18700	57.8	520
met1	17700	51.7	4947
li1	-	-	4774
-- timing repair --
action                                  4_1_cts  5_1_grt
endpoints found under the hold margin         0        0
resized                                       0       10
endpoints found under the setup margin        0        4
hold buffers                                  0        0
-- worst paths after layout --
kind                  end  cells past startpoint  slack (ns)  start
setup / recovery  out[13]                     22        0.29   b[5]
hold / removal     out[2]                      5        5.39   a[2]
-- layout by cell type, fill, tap and decap left out, drive strengths merged, types with 11 or more instances in the layout --
master | synthesis | routed
inv | 162 | 162
nand2 | 159 | 159
nor2 | 137 | 137
ha | 101 | 101
a21oi | 97 | 97
o21ai | 95 | 95
fa | 83 | 83
buf | 8 | 80
xnor2 | 53 | 53
clkdlybuf4s50 | 0 | 43
and2 | 42 | 42
nor3 | 36 | 36
o211ai | 18 | 18
nand3 | 17 | 17
nor4 | 16 | 16
a211oi | 16 | 16
nand2b | 15 | 15
xor2 | 13 | 13
mux2i | 12 | 12
a22oi | 12 | 12
or3 | 11 | 11
-- critical path, delay by kind of cell --
kind | cells | cell delay (ns)
adder cells (fa/ha/maj) | 7 | 3.16
buffers and inverters | 8 | 1.64
AND-OR/OR-AND | 4 | 0.75
AND/OR/NAND/NOR | 2 | 0.31
XOR/XNOR | 1 | 0.15
-- area by class of cell --
class              count  area, um^2
well taps            285         357
repair buffers       132        1150
diodes                 1        2.50
fillers             2420       12200
multi-input cells   1105        8280
inverters            163         612
-- power by group through the flow --
| stage | registers (mW) | logic, mW | clock network [mW] |
|---|---|---|---|
| CTS | 0 | 1.76 | 0 |
| global route | 0 | 1.98 | 0 |
| finish | 0 | 1.78 | 0.00000000560 |
Power figures rest on the tool's default switching activity, not on a simulated workload.
