**flow/design.v**
```verilog
module adc#(
  parameter CLOCK_HZ = 27_000_000
) (
  input  rst, clk,
  input  clk125,       
  input  adc_cmp,      
  output adc_sh_ctl,   
  output adc_dac_pwm,  
  output logic [7:0] adc_result  
);
localparam PWM_PERIOD = 255;
localparam TICK_SAMPLE_END = 100;
localparam TICK_CONVERT_BIT = 100;
logic [7:0] pwm_period, pwm_period_next;
logic [7:0] adc_sar;          
logic [8:0] tick, tick_next;  
logic tick_edge_zero;         
typedef enum logic {
  SAMPLE,
  CONVERT
} adc_phase_t;
adc_phase_t adc_phase;
logic [2:0] bit_index;   
assign pwm_period_next = pwm_period >= PWM_PERIOD - 1 ? 0 : pwm_period + 1;
assign tick_next =
  adc_phase == SAMPLE
    ? (tick >= TICK_SAMPLE_END - 1 ? 0 : tick + 1)
    : (tick >= TICK_CONVERT_BIT - 1 ? 0 : tick + 1);
assign tick_edge_zero = pwm_period_next == 0 & tick_next == 0;
assign adc_sh_ctl = ~(adc_phase == SAMPLE);
assign adc_dac_pwm = pwm_period < adc_sar;
always @(posedge rst, posedge clk125) begin
  if (rst)
    pwm_period <= 0;
  else
    pwm_period <= pwm_period_next;
end
always @(posedge rst, posedge clk125) begin
  if (rst)
    adc_sar <= 8'h80;
  else if (adc_phase == CONVERT & tick_edge_zero) begin
    adc_sar[bit_index] <= adc_cmp;
    if (bit_index > 0)
      adc_sar[bit_index - 1] <= 1;
  end
  else if (adc_phase == SAMPLE & tick == 0 & pwm_period_next == 0)
    adc_sar <= 8'h80;
end
always @(posedge rst, posedge clk125) begin
  if (rst)
    tick <= 0;
  else if (pwm_period_next == 0)
    tick <= tick_next;
end
always @(posedge rst, posedge clk125) begin
  if (rst)
    adc_phase <= SAMPLE;
  else if (adc_phase == SAMPLE & tick_edge_zero)
    adc_phase <= CONVERT;
  else if (adc_phase == CONVERT & tick_edge_zero)
    if (bit_index == 0)
      adc_phase <= SAMPLE;
end
always @(posedge rst, posedge clk125) begin
  if (rst)
    bit_index <= 7;
  else if (adc_phase == CONVERT & tick_edge_zero)
    bit_index <= bit_index == 0 ? 7 : bit_index - 1;
end
always @(posedge rst, posedge clk125) begin
  if (rst)
    adc_result <= 0;
  else if (adc_phase == SAMPLE & tick == 0 & pwm_period_next == 0)
    adc_result <= adc_sar;
end
endmodule
```
**flow/run.sh**
```bash
#!/bin/bash
# OpenROAD 26Q1-2900-gdf79404cd8, Yosys 0.63+post, stock flow scripts
make -C /OpenROAD-flow-scripts/flow DESIGN_CONFIG=/design/flow/config.mk WORK_HOME=/design/flow/orfs finish
```
**flow/config.mk**
```make
export PLATFORM = sky130hd
export DESIGN_NAME = adc
export DESIGN_NICKNAME = adc
export VERILOG_FILES = /design/flow/design.v
export SDC_FILE = /design/flow/constraint.sdc
export NUM_CORES = 4
export LEC_CHECK = 1
export CORE_UTILIZATION = 30
```
**flow/constraint.sdc**
```tcl
current_design adc

set clk_period 2.9
set clk_io_pct 0.2

create_clock -name clk0 -period $clk_period [get_ports {clk125}]

set non_clock_inputs [all_inputs -no_clocks]
set_input_delay [expr $clk_period * $clk_io_pct] -clock clk0 $non_clock_inputs
set_output_delay [expr $clk_period * $clk_io_pct] -clock clk0 [all_outputs]
```
==> results.yml <==
# physical design summary
routing:
  dr_wl_met2_um: 2080
  first_pass_iters: 4
  wl_met1_um: 2470
  wl_per_cell_um: 13.3
  routed.top_layer: "met4"
  drt_wl_total_um: 4920
  drc_errors: 0
  vias_per_cell: 5.14
  antenna_cells: 0
  first_iter_violations: 107
  postRouteAntennaNets: 0
  vias: 1900
  wl_met3_um: 295
die:
  die.size.y_um: 91.5
  core.rowCount: 32
  die_w_um: 91.5
  die-area_sq_mm: 0.00838
  fp_util_pct: 31.1
  core-area_sq_mm: 0.00773
  io-pin-count: 14
sta:
  finalSetupViolCount: 0
  min_period_over_period_pct: 94.5
  worst_pin_slew_ns: 0.762
  hold_violations: 0
  fmax_mhz: 365
  max_slew_margin_pct: 49.0
  period_needed_ns: 2.74
  worst_slack_ns: 0.160
  finalMaxSlewViolations: 0
  finalClockSkew_ns: 0.0106
clocking:
  cts_hold_buf: 0
  cts_buffer_depth: 2
  htree_num_levels: 2
  cts_sinks: 37
  path_clk_slew_ns: 0.07
  cts_root_buf: "clkbuf_8"
  clk_latency_ns: 0.29
  numCtsBuffers: 5
  cts_tree: "built"
global_route:
  first_global_vias: 1790
  grt_max_degree: 38
  antenna_found_initial: 0
  overflow: 0
  grt_first_pass_wirelength_um: 8640
  grt_use_total_pct: 12.8
worst_setup_path:
  path_max_fanout: 12
  path_buffers: 2
  cp_slowest_cell: "a2111o_1"
  cpPeakStageDelay_ns: 0.65
  cp_top_family: "AND-OR/OR-AND gates"
  startpoint_type: "register"
  cp_data_arrival_time_ns: 2.91
  end_kind: "register"
  worst_path_most_repeated_cell: "buf_4"
  required_ns: 3.07
  worstPathCellList: "buf_4 -> ha_1 -> nor4b_2 -> mux2i_1 -> a2111o_1 -> a21oi_2 -> buf_4 -> mux2_2"
  setup.worst_path.class: "reg2reg"
power:
  total_power_w: 0.000880
  pwr-share-comb_pct: 2.4
  p_int_w: 0.000688
  p_per_area_mw_per_mm2: 320
  switching_share_pct: 21.8
  pwr-share-seq_pct: 59.0
  p_switching_w: 0.000192
  ir_drop_mv: 0.139
  clkPwrFrac_pct: 38.6
  leakage_nw: 1.17
final_layout:
  final_core_util_pct: 35.6
  layout_top_cell: "dfrtp_1"
  mostFrequentLayoutCells: "32 x dfrtp_1, 22 x nor2_1, 22 x ha_1"
  layout-drive-gt1-share_pct: 13.4
  area.growth.synth_to_final_pct: 14.3
  n_fill_cell: 769
  final_cells: 370
  stdcell_area_sq_mm: 0.00275
synth:
  avgSynthCellArea_sq_um: 9.66
  netlist_instances: 249
  synth.distinct_cells: 52
  synth_flops: 37
  top_area_share_pct: 34.3
  netlist.top_cell.by_area: "dfrtp_1"
  yosys_most_used_dff: "dfrtp_1"
  yosys-top-cells-area: "dfrtp_1 34%, ha_1 11%, dfstp_2 4.4%, mux2_2 4.2%, inv_1 3.4%"
  yosys_warnings: 1
  yosys_area_sq_mm: 0.00240
  synthArstFlopShare_pct: 100
  syn_area_sq_mm: 0.00240
  synth_stat.cells: 249
  ys_seq_share_pct: 38.7
  edf_count: 0
placed_design:
  dp_hpwl_um: 3490
  place_area_sq_mm: 0.00265
  place_congestion: 0.879
  portBuffers: 12
  pre_cts_ws_ns: 0.226
  placed_cells: 360
flow_run:
  maxCapViolCount: 0
  tool_warnings: 33
run_status:
  status: "finished clean"
worst_hold_path:
  hold_class: "reg2reg"
[cell families after synthesis]
kind of cell / count (synthesis) / share of synthesized area (%)
XOR/XNOR: 5 / 1.82
AND-OR/OR-AND: 61 / 19.1
adder cells (fa/ha/maj): 22 / 11.4
multiplexers: 15 / 6.71
AND/OR/NAND/NOR: 80 / 17.2
flip-flops: 37 / 38.7
buffers and inverters: 29 / 4.94
[worst register-to-register path: stages (launching register included)]
cell	delay (ns)
dfrtp_2	0.40
buf_4	0.15
ha_1	0.25
nor4b_2	0.28
mux2i_1	0.15
a2111o_1	0.65
a21oi_2	0.21
buf_4	0.19
mux2_2	0.35
[power by group through the flow]
stage	combinational, W	sequential (W)	clock [W]
6_report	0.0000209	0.000519	0.000340
5_1_grt	0.0000245	0.000519	0.000378
4_1_cts	0.0000222	0.000519	0.000353
[sequential cells by signal (all words and copies together), names as in the netlist]
signal and count:
pwm_period 8, tick 9, adc_phase 1, adc_result 8, bit_index 3, adc_sar 8
[final timing paths]
check	startpoint	endpoint	slack, ns	depth (start not counted)
hold / removal	adc_result[4]$_DFFE_PP0P_	adc_result[4]$_DFFE_PP0P_	0.51	1
setup reg to reg	pwm_period[1]$_DFF_PP0_	adc_result[6]$_DFFE_PP0P_	0.16	8
min in group asynchronous	rst	tick[1]$_DFFE_PP0N_	0.69	3
max in group asynchronous	rst	pwm_period[1]$_DFF_PP0_	1.83	3
setup / recovery	pwm_period[1]$_DFF_PP0_	adc_result[6]$_DFFE_PP0P_	0.16	8
hold reg to reg	adc_result[4]$_DFFE_PP0P_	adc_result[4]$_DFFE_PP0P_	0.51	1
[through the flow]
stage	hold WS, ns	setup TNS, ns
after floorplan	0.456	0
after global placement	0.488	0
after detailed placement	0.495	0
after CTS	0.510	0
after global routing	0.531	-0.00200
final	0.506	0
[metal layers]
metal | up-vias | global-route usage (%)
met5 | - | 0
met2 | 49 | 18.3
met3 | 7 | 3.32
li1 | 948 | -
met1 | 896 | 20.4
met4 | 0 | 1.32
[cell usage after synthesis (5+ instances only)]
| master | n |
|---|---|
| a21o_1 | 5 |
| a21oi_1 | 7 |
| and3_1 | 5 |
| dfrtp_1 | 33 |
| ha_1 | 22 |
| inv_1 | 22 |
| mux2_2 | 9 |
| mux2i_1 | 6 |
| nand2_1 | 14 |
| nand2b_1 | 5 |
| nand3_1 | 8 |
| nor2_1 | 22 |
| nor3_1 | 7 |
| o21ai_0 | 9 |
| o2bb2ai_1 | 6 |
[cell type report]
class,count,area (sq um),area share [%]
Tap cell,102,128,4.64
Inverter,22,82.6,3.01
Clock inverter,1,5.00,0.182
Multi-Input combinational cell,183,1360,49.3
Timing Repair Buffer,19,173,6.28
Clock buffer,6,72.6,2.64
Sequential cell,37,932,33.9
[timing repair]
| item | 4_1_cts | 5_1_grt |
|---|---|---|
| gates resized | 0 | 2 |
| setup endpoints to repair | 0 | 2 |
| hold endpoints to repair | 0 | 0 |
| setup buffers | 0 | 3 |
Power figures rest on the tool's default switching activity, not on a simulated workload.
